--- design/flow/run.sh ---
#!/bin/bash
# OpenROAD 26Q1-2900-gdf79404cd8, Yosys 0.63+post, stock flow scripts
make -C /OpenROAD-flow-scripts/flow DESIGN_CONFIG=/design/flow/config.mk WORK_HOME=/design/flow/orfs finish
--- design/flow/config.mk ---
export PLATFORM = sky130hd
export DESIGN_NAME = midi_rx
export DESIGN_NICKNAME = midi_rx
export VERILOG_FILES = /design/flow/design.v
export SDC_FILE = /design/flow/constraint.sdc
export NUM_CORES = 4
export LEC_CHECK = 1
export CORE_AREA = 10 10 86 86
export DIE_AREA = 0 0 96 96
--- design/flow/constraint.sdc ---
current_design midi_rx

set clk_period 3.0
set clk_io_pct 0.2

create_clock -name clk0 -period $clk_period [get_ports {i_clk_aud}]

set non_clock_inputs [all_inputs -no_clocks]
set_input_delay [expr $clk_period * $clk_io_pct] -clock clk0 $non_clock_inputs
set_output_delay [expr $clk_period * $clk_io_pct] -clock clk0 [all_outputs]
--- design/flow/design.v ---
`default_nettype none
typedef logic[7:0] midi_byte_t;
typedef enum logic[4:0]
{
  MidiOmni=5'h17
} midi_ch_t;
typedef enum logic[7:0]
{
  MidiStatusNoteOff = 8'h80,
  MidiStatusNoteOn = 8'h90,
  MidiStatusPolyPressure = 8'hA0,
  MidiStatusControlChange = 8'hB0,
  MidiStatusProgramChange = 8'hC0,
  MidiStatusChannelPressure = 8'hD0,
  MidiStatusPitchBend = 8'hE0,
  MidiStatusSysExStart = 8'hF0,
  MidiStatusSysTimeCode = 8'hF1,
  MidiStatusSongPos = 8'hF2,
  MidiStatusSongSelect = 8'hF3,
  MidiStatusSysExEnd = 8'hF7,
  MidiStatusTimingClock = 8'hF8,
  MidiStatusStart = 8'hFA,
  MidiStatusContinue = 8'hFB,
  MidiStatusStop = 8'hFC,
  MidiStatusActiveSense = 8'hFE,
  MidiStatusReset = 8'hFF,
  MidiStatusInvalid = 8'h00
} midi_code_t;
module midi_rx (
    input var logic     i_clk_aud,
    input var logic     i_aud_rst_n,
    input var logic     i_rx,
    output logic        o_valid,
    output midi_byte_t  o_midi_byte
);
  localparam unsigned MidiTickDiv = 2;
  typedef enum logic [2:0] {
    IDLE,
    START,
    DATA,
    STOP
  } state_t;
  state_t state, state_n;
  logic [2:0] tick_count, tick_count_n;
  logic [3:0] sample_count, sample_count_n;
  logic [2:0] bit_count, bit_count_n;
  midi_byte_t data_byte, data_byte_n;
  always_ff @(posedge i_clk_aud) begin
    if (!i_aud_rst_n) begin
      state <= IDLE;
      sample_count <= 0;
      bit_count <= 0;
      data_byte <= 0;
      tick_count <= 0;
    end else begin
      state <= state_n;
      sample_count <= sample_count_n;
      bit_count <= bit_count_n;
      data_byte <= data_byte_n;
      tick_count <= tick_count_n;
    end
  end
  logic tick;
  always_comb begin
    state_n = state;
    o_valid = 0;
    sample_count_n = sample_count;
    bit_count_n = bit_count;
    data_byte_n = data_byte;
    tick_count_n = (tick_count == MidiTickDiv) ? 0 : tick_count + 1'b1;
    tick = (tick_count == 1);
    unique case (state)
      IDLE:
      if (~i_rx) begin
        state_n = START;
        sample_count_n = 0;
      end
      START:
      if (tick) begin
        if (sample_count == 7) begin
          state_n = DATA;
          sample_count_n = 0;
          bit_count_n = 0;
        end else begin
          sample_count_n = sample_count + 1'b1;
        end
      end
      DATA:
      if (tick) begin
        if (sample_count == 15) begin
          sample_count_n = 0;
          data_byte_n = {i_rx, data_byte[7:1]};
          if (bit_count == 7) begin
            state_n = STOP;
          end else begin
            bit_count_n = bit_count + 1'b1;
          end
        end else begin
          sample_count_n = sample_count + 1'b1;
        end
      end
      STOP:
      if (tick) begin
        if (sample_count == 15) begin
          state_n = IDLE;
          o_valid = 1'b1;
        end else begin
          sample_count_n = sample_count + 1'b1;
        end
      end
      default: state_n = state;
    endcase
  end
  assign o_midi_byte = data_byte == 'hFE ? 0 : data_byte;
endmodule
`default_nettype wire
==> out/qor.csv <==
metric,value,unit
RSZ-0062 raised after global routing,false,
post-cts hold buffer count,0,
Switch Pwr,0.000151,W
Max Cap Violations,0,
ys flops,22,
ANT cells,0,
share of cells above drive strength 1,0.152,
final hold violation count,0,
hold crit path type,reg -> reg,
YS warnings,1,
vias per cell,4.32,
R2R cell count,5,
crit path DAT,1960,ps
initial drt markers,21,
fp util,0.214,
Pre-Repair DR Iteration Count,6,
reg2reg setup slack,1140,ps
GRT Total Usage,0.0528,
Mean Syn Cell Area,9.41,µm²
CP Launch Type,flip-flop,
Crit. End Element,output pin,
status,"complete, no violations",
Synth cell types,42,
root buffer cell,clkbuf_8,
CP required,2400,ps
switching share of power,0.250,
number of global-route vias before repair,885,
"slowest stage delay, CP",470,ps
io pins,12,
initial antenna violation count,0,
Max Clk Rate,391,MHz
Late-Pin Clk Latency,260,ps
clk sinks,22,
"Slew Viols, Final",0,
r2r endpoint,sample_count[2]$_SDFFE_PN0P_,
DRT antenna net count,0,
"Top FF cell, synth",dfxtp_1,
Port Buffers,11,
slowest CP cell,clkdlybuf4s50_1,
PwrDens,425,nW/µm²
Synth area leader,dfxtp_1,
Comb pwr share,0.123,
GRT overflow,0,
Mapped Area,1190,µm²
Yosys top cell by instances,dfxtp_1,
# DRC,0,
largest net degree at the start of global routing,16,
post-synthesis cell count,126,
first-pass GRT wire length,4.13,mm
worst setup path startpoint,tick_count[0]$_SDFF_PP0_,
CTS Buffer Depth,2,
CP Cell Sequence,ha_1 > nor2b_1 > and3_2 > clkdlybuf4s50_1,
via count,908,
crit path kind,reg -> out,
WL/cell,10.9,µm
Setup Viol. Count Final,0,
Setup WS post-layout,444,ps
die height,96,µm
Post-Route WL,2.30,mm
FF-to-FF Start,sample_count[0]$_SDFFE_PN0P_,
"Seq/Total Area, Yosys",0.371,
Slew headroom,0.672,
Max IR drop VDD,0.000272,V
total CTS buffers,3,
CTS tree,built,
total core area,5540,µm²
critical-path maximum fanout,5,
Clock power frac,0.349,
Slew @ Worst Pin,491,ps
"Chip Area, Yosys",1190,µm²
Yosys Instances,126,
Post-synth EDFFs,0,
Yosys top cell area share,0.371,
Horiz. Die Dim,96,µm
Area Overhead vs Synth,19.9,%
chip area,9220,µm²
sequential share of power,0.528,
FP Rows,27,
CTS H-tree depth,1,
"CTS clk-pin slew, worst paths",80,ps
setup bufs post-CTS,0,
number of logged tool warnings,27,
Tcrit/Tclk final,0.852,
clk_skew,7.02,ps
DP HPWL,1.70,mm
pre-CTS WS,729,ps
Final Wtd Congestion,0.810,
Sum Neg Setup Slack,0,ps
Critical Path End,o_valid,
Post-CTS Resized,0,
Leak Pwr,0.579,nW
async set or reset register ratio after synthesis,0,
top cells by count,"dfxtp_1, nor2_1, mux2i_1, nor2b_1",
Internal,0.000454,W
Synth area leaders,"dfxtp_1, mux2i_1, ha_1, nor2_1, nor2b_1",
min Tclk post-route,2560,ps
final hold slack,461,ps
per-stage QoR:
| step | instances | cell area (µm²) | power [W] | utilization |
|---|---|---|---|---|
| floorplan | 126 | 1190 | 0.000384 | - |
| global placement | 206 | 1370 | 0.000401 | 0.247 |
| detailed placement | 206 | 1370 | 0.000402 | 0.247 |
| CTS | 210 | 1420 | 0.000615 | 0.257 |
| global route | 210 | 1420 | 0.000645 | 0.257 |
| finish | 210 | 1420 | 0.000605 | 0.257 |
worst min-delay path by stage:
stage	startpoint	end	cells after the start
6_report	bit_count[1]$_SDFFE_PN0P_	bit_count[1]$_SDFFE_PN0P_	2
4_1_cts	bit_count[1]$_SDFFE_PN0P_	bit_count[1]$_SDFFE_PN0P_	2
5_1_grt	bit_count[1]$_SDFFE_PN0P_	bit_count[1]$_SDFFE_PN0P_	2
per-layer routing:
metal	GRT usage	share of wire	vias up
li1	-	-	475
met1	0.0687	0.47	427
met2	0.0902	0.50	4
met3	0.00943	0.021	2
met4	0.00983	0.010	0
met5	0	0	-
worst max-delay path, delay by kind of cell, from the launching register on:
kind	cells	cell delay, ps
simple gates	2	670
fa+ha+maj	1	170
buf+inv	1	470
flops	1	380
power groups by stage:
stage	Sequential [W]	Combinational, W	Clock [W]
4_1_cts	0.000320	0.0000754	0.000219
5_1_grt	0.000323	0.0000869	0.000236
6_report	0.000319	0.0000745	0.000211
sequential cells by signal (all words and copies together) (netlist names):
register	count
bit_count	3
sample_count	4
tick_count	3
data_byte	8
state	4
area by class of cell:
type / instances / area [µm²]
clock buffer: 4 / 55.1
tap: 72 / 90.1
fill: 617 / 4120
sequential: 22 / 440
timing repair buffer: 12 / 118
multi-input combinational: 95 / 701
inverter: 5 / 18.8
placed cells by master, fill, tap and decap left out, drive strengths merged, types with 4 or more instances in the layout:
master and instances:
dfxtp 22, nor2 17, clkdlybuf4s50 11, mux2i 10, nor2b 8, nand2 7
a21oi 7, ha 6, o21ai 5, inv 4, clkbuf 4, nand3 4
kinds of logic (layout without fill, tap and decap cells):
| family | Yosys count | after routing | synth area share |
|---|---|---|---|
| flip-flops | 22 | 22 | 0.371 |
| multiplexers | 10 | 10 | 0.0844 |
| adder cells (fa/ha/maj) | 6 | 6 | 0.0633 |
| AND-OR/OR-AND | 23 | 23 | 0.147 |
| AND/OR/NAND/NOR | 56 | 56 | 0.296 |
| buffers and inverters | 9 | 21 | 0.0380 |
Power and IR drop assume default switching activity.
