[run.sh]
#!/bin/bash
# OpenROAD 26Q1-2900-gdf79404cd8, Yosys 0.63+post, stock flow scripts
make -C /OpenROAD-flow-scripts/flow DESIGN_CONFIG=/design/flow/config.mk WORK_HOME=/design/flow/orfs finish
[constraint.sdc]
current_design ring_buffer

set clk_period 6.1
set clk_io_pct 0.2

create_clock -name clk0 -period $clk_period [get_ports {i_clk}]

set non_clock_inputs [all_inputs -no_clocks]
set_input_delay [expr $clk_period * $clk_io_pct] -clock clk0 $non_clock_inputs
set_output_delay [expr $clk_period * $clk_io_pct] -clock clk0 [all_outputs]
[config.mk]
export PLATFORM = sky130hd
export DESIGN_NAME = ring_buffer
export DESIGN_NICKNAME = ring_buffer
export VERILOG_FILES = /design/flow/design.v
export SDC_FILE = /design/flow/constraint.sdc
export NUM_CORES = 4
export LEC_CHECK = 1
export CORE_UTILIZATION = 30
[design.v]
`default_nettype none
module ring_buffer #(
    parameter unsigned BUF_SIZE=16,
    parameter unsigned DATA_WIDTH=8,
    parameter unsigned BUF_ADDR_SIZE=$clog2(BUF_SIZE)
) (
    input var logic                   i_clk,
    input var logic                   i_rst_n,
    input var logic                   i_write_en,
    input var logic[DATA_WIDTH-1:0]   i_write_data,
    input var logic                   i_read_en,
    output logic[DATA_WIDTH-1:0]      o_read_data,
    output logic                      o_empty,
    output logic                      o_full
);
  typedef logic [BUF_ADDR_SIZE-1:0] buf_ptr_t;
  logic [DATA_WIDTH-1:0] buffer[BUF_SIZE];
  buf_ptr_t head, head_n;
  buf_ptr_t tail, tail_n;
  always_ff @(posedge i_clk) begin
    if (!i_rst_n) begin
      head <= 0;
      tail <= 0;
    end else begin
      head <= head_n;
      tail <= tail_n;
    end
  end
  always_ff @(posedge i_clk) begin
    if (i_write_en && !o_full) begin
      buffer[head] <= i_write_data;
    end
  end
  always_comb begin
    head_n = head;
    tail_n = tail;
    if (i_write_en && !o_full) begin
      head_n = buf_ptr_t'((head + 1) % BUF_SIZE);
    end
    if (i_read_en && !o_empty) begin
      tail_n = buf_ptr_t'((tail + 1) % BUF_SIZE);
    end
  end
  assign o_read_data = buffer[tail];
  assign o_empty = (head == tail);
  assign o_full = buf_ptr_t'((head + 1) % BUF_SIZE) == tail;
endmodule
`default_nettype wire
==> results.py <==
# Auto-generated metrics
metrics = {
    "synthesis": {
        "topCellsByArea": "edfxtp_1 69%, mux4_2 16%, dfxtp_1 4.3%",
        "synth.avg_cell_area_um2": 20.3,
        "ys_cells": 276,
        "syn-cell-area_um2": 5600,
        "yosys_warnings": 1,
        "ys_ff": 140,
        "most_common_cell": "edfxtp_1",
        "largest_area_cell": "edfxtp_1",
        "synthCells": 276,
        "ys_types": 33,
        "top_area_share_pct": 68.7,
        "netlist_top_cells_count": "128 x edfxtp_1, 40 x mux4_2, 12 x dfxtp_1",
        "ys_seq_share_pct": 73.0,
        "synth-async-reset-ratio_pct": 0,
        "edf_count": 128,
        "synth-main-ff-cell": "edfxtp_1",
        "ys_area_um2": 5600,
    },
    "setup_path": {
        "cp_data_arrival_time_ns": 3.18,
        "reg2reg_depth": 7,
        "start_kind": "flop",
        "critical_path_class": "reg2out",
        "crit_path_end_kind": "primary output",
        "critPathLaunch": "head[0]",
        "critical_path.reg2reg.startpoint": "head[0]",
        "crit_fanout": 13,
        "reg2reg_slack_ns": 3.30,
        "critPathSlowestCell": "nor2_1",
        "cpPeakStageDelay_ns": 0.75,
        "required_ns": 4.88,
        "crit_end": "o_full",
        "rr_endpoint": "buffer[13][6]",
        "worstPathCellList": "inv_1 > ha_1 > xnor2_1 > nand3_1 > nor2_1 > clkdlybuf4s50_1",
    },
    "floorplanning": {
        "ios": 22,
        "die_h_um": 139,
        "dieArea_um2": 19200,
        "coreArea_um2": 18100,
        "fp_util_pct": 30.8,
        "rows": 49,
        "chipWidth_um": 139,
    },
    "place": {
        "finalWeightedCongestion": 0.827,
        "dp.cells": 529,
        "placed_area_um2": 6190,
        "portBuffers": 21,
        "place_hpwl_mm": 6.72,
        "place_ws_ns": 2.20,
    },
    "final_layout": {
        "syn_to_final_growth_pct": 21.4,
        "n_fill_cell": 1634,
        "postLayoutCellArea_um2": 6790,
        "flop_area_um2": 4090,
        "fin_cells": 560,
        "comb_area_um2": 1460,
        "drive_gt1_share_pct": 27.2,
        "final_core_util_pct": 37.4,
    },
    "outcome": {
        "status": "finished clean",
    },
    "timing": {
        "slew_viol_final": 0,
        "worst_pin_slew_ns": 0.920,
        "fmax_mhz": 227,
        "hold_violations": 0,
        "relSlewSlack_pct": 38.4,
        "setup_ws_ns": 1.70,
        "grt_setup_unrepaired": "false",
        "fin_tns_setup_ns": 0,
        "setup_viol": 0,
        "fin_crit_ns": 4.40,
        "clock_skew_ns": 0.00541,
        "fin_crit_sh_pct": 72.1,
    },
    "clock_tree": {
        "clkTransAtPathRegs_ns": 0.05,
        "insertion_delay_ns": 0.40,
        "post-cts-setup-buffers": 0,
        "cts_made_buffers": 17,
        "cts_tree": "built",
        "clockBufferDepth": 2,
        "cts_resized": 0,
        "cts_root_buf": "clkbuf_16",
        "cts-htree-levels": 4,
        "cts_hold_buf": 0,
        "clkSinkCount": 140,
    },
    "power_and_ir_drop": {
        "ir_drop_v": 0.000208,
        "power.density_nw_per_um2": 392,
        "leakage_nw": 2.13,
    },
    "global_route": {
        "grt.busiest_layer": "met2",
        "grt_max_degree": 33,
        "grtUsageTotal_pct": 13.1,
        "grtUsageMet1_pct": 15.7,
        "grt_util_met3_pct": 12.3,
        "use_met2_pct": 17.7,
        "grt_pass1_vias": 3048,
        "grt_pass1_wl_mm": 17.2,
        "grt_overflow_total": 0,
        "antenna_found_initial": 0,
    },
    "detailed_routing": {
        "drt-wirelength-per-cell_um": 20.0,
        "dr.pass1.iters": 21,
        "vias_per_cell": 5.07,
        "diodes": 0,
        "drtIter0Drc": 157,
        "drc": 0,
        "detail-route-antenna-nets": 0,
        "via_count": 2837,
        "totalWireLength_mm": 11.2,
    },
    "flow_run": {
        "cap_viol_max_count": 0,
        "warnings": 28,
    },
    "min_path": {
        "min_path_type": "reg2reg",
    },
}
## cell families (layout without fill, tap and decap cells)
family / Yosys count / in the layout / share of synthesized area, %
muxes: 41 / 41 / 16.3
adders and majority gates: 5 / 5 / 1.12
AOI/OAI and AO/OA: 11 / 11 / 1.45
buffers and inverters: 19 / 74 / 1.45
and+or+nand+nor: 51 / 51 / 4.74
DFF: 140 / 140 / 73.0
xor gates and xnor gates: 9 / 9 / 1.99
## state kept, by name, indices dropped and copies added (netlist names), named ones only
| name | cells |
|---|---|
| head | 4 |
| tail | 4 |
| buffer | 128 |
## cell type report
type | instances | area share [%]
Clock buffer | 21 | 6.48
Clock inverter | 10 | 2.39
Inverter | 4 | 0.221
Multi-Input combinational cell | 117 | 21.4
Sequential cell | 140 | 60.2
Tap cell | 229 | 4.22
Timing Repair Buffer | 39 | 5.08
## worst max-delay path: cells and delay by family (launching register included)
kind / cells / cell delay, ns
flops: 1 / 0.46
fa+ha+maj: 1 / 0.36
simple gates: 2 / 0.94
xor+xnor: 1 / 0.23
buf+inv: 2 / 0.78
## metal layers
layer,part of all wire [%],routed length (um)
met5,0,0
met4,1.6,176
met2,43,4840
met1,37,4160
met3,18,2030
## worst min path at each step
stage            from      end  slack (ns)  cells past startpoint
finish        tail[3]     flop        0.61                      2
global route  tail[3]  tail[3]        0.65                      2
CTS           tail[3]     flop        0.61                      2
## placed cells by master (no fill, tap or decap), types with 2 or more instances in the layout
| cell | netlist | final |
|---|---|---|
| inv_6 | 0 | 3 |
| clkinv_1 | 0 | 2 |
| inv_1 | 4 | 4 |
| nand3_1 | 3 | 3 |
| ha_1 | 5 | 5 |
| nand4_1 | 9 | 9 |
| bufinv_16 | 0 | 4 |
| nor3_1 | 11 | 11 |
| dfxtp_1 | 12 | 11 |
| or3_1 | 4 | 4 |
| clkbuf_16 | 0 | 17 |
| clkbuf_1 | 7 | 4 |
| mux4_2 | 40 | 40 |
| nand2b_1 | 2 | 2 |
| edfxtp_1 | 128 | 128 |
| buf_4 | 1 | 18 |
| nor4_2 | 0 | 3 |
| xnor2_1 | 2 | 2 |
| a21oi_1 | 2 | 2 |
| nand2_1 | 7 | 7 |
| xor2_1 | 5 | 5 |
| o21ai_0 | 3 | 3 |
| nor2_1 | 8 | 8 |
| clkdlybuf4s50_1 | 0 | 21 |
## where the power goes
group | switching [W] | internal, W | leakage [nW]
Sequential | 0.0000398 | 0.00111 | 1.25
Clock | 0.000360 | 0.000684 | 0.292
Combinational | 0.000217 | 0.000252 | 0.585
## stage by stage
stage          total power, W  hold WS, ns
3_5_place_dp          0.00164        0.601
5_1_grt               0.00278        0.649
6_report              0.00266        0.608
2_1_floorplan         0.00144        0.554
3_3_place_gp          0.00163        0.598
4_1_cts               0.00269        0.610
Power figures rest on the tool's default switching activity, not on a simulated workload.
