==> /design/flow/design.v <==
`default_nettype none
module i2s_tx (
    input var logic       i_clk,
    input var logic       i_rst_n,
    output logic          o_req,
    input var logic       i_clk_aud,
    input var logic       i_aud_rst_n,
    output logic          o_aud_lrclk,
    output logic          o_aud_sda,
    input var logic[31:0] i_sample
);
  logic req, req_n;
  logic lrclk, lrclk_n;
  logic sda, sda_n;
  logic [4:0] bit_cnt, bit_cnt_n;
  logic [31:0] sample, sample_n;
  always_ff @(negedge i_clk_aud) begin
    if (~i_aud_rst_n) begin
      bit_cnt <= 'd1;
      req <= 0;
      lrclk <= 0;
      sample <= 0;
      sda <= 0;
    end else begin
      bit_cnt <= bit_cnt_n;
      req <= req_n;
      lrclk <= lrclk_n;
      sample <= sample_n;
      sda <= sda_n;
    end
  end
  always_comb begin
    sample_n = sample;
    lrclk_n  = lrclk;
    req_n = req;
    if (bit_cnt == 16) bit_cnt_n = 5'd1;
    else bit_cnt_n = bit_cnt + 5'd1;
    if (bit_cnt == 15) begin
      req_n   = (lrclk == 1);
      lrclk_n = ~lrclk;
      if (lrclk) begin
        lrclk_n  = ~lrclk;
        sample_n = i_sample;
      end
    end
    sda_n = (~lrclk) ? sample[31-bit_cnt] : sample[15-bit_cnt];
  end
  logic req_q1, req_q2, req_q3;
  logic req_pulse;
  always_ff @(posedge i_clk) begin
    if (~i_rst_n) begin
      req_q1 <= 1'b0;
      req_q2 <= 1'b0;
      req_q3 <= 1'b0;
    end else begin
      req_q1 <= req;
      req_q2 <= req_q1;
      req_q3 <= req_q2;
    end
  end
  assign req_pulse = req_q2 & ~req_q3;
  assign o_aud_lrclk = lrclk;
  assign o_aud_sda = sda;
  assign o_req = req_pulse;
endmodule
`default_nettype wire
==> /design/flow/run.sh <==
#!/bin/bash
# OpenROAD 26Q1-2900-gdf79404cd8, Yosys 0.63+post, stock flow scripts
make -C /OpenROAD-flow-scripts/flow DESIGN_CONFIG=/design/flow/config.mk WORK_HOME=/design/flow/orfs finish
==> /design/flow/config.mk <==
export PLATFORM = sky130hd
export DESIGN_NAME = i2s_tx
export DESIGN_NICKNAME = i2s_tx
export VERILOG_FILES = /design/flow/design.v
export SDC_FILE = /design/flow/constraint.sdc
export NUM_CORES = 4
export LEC_CHECK = 1
export CORE_UTILIZATION = 50
==> /design/flow/constraint.sdc <==
current_design i2s_tx

set clk_period 1.0
set clk_io_pct 0.2

create_clock -name clk0 -period $clk_period [get_ports {i_clk}]
create_clock -name clk1 -period $clk_period [get_ports {i_clk_aud}]

set non_clock_inputs [all_inputs -no_clocks]
set_input_delay [expr $clk_period * $clk_io_pct] -clock clk0 $non_clock_inputs
set_output_delay [expr $clk_period * $clk_io_pct] -clock clk0 [all_outputs]
==> flow_summary.yaml <==
# yosys + openroad results
cts:
  cts_tree: "yes"
  clock_sinks: 43
  path_clk_slew_ns: 0.04
  cts_hold_buffers: 0
synthesis:
  yosysTopAreaCell: "dfxtp_1"
  netlist_area_mm2: 0.00199
  yosysSeqAreaShare_pct: 43.2
  top_cells_by_count: "nand2_1 (65), dfxtp_1 (43), a21boi_0 (23)"
  synth.avg_cell_area_um2: 9.76
  async_flop_share_pct: 0
  yosysWarnings: 1
  yosys_area_mm2: 0.00199
  topCellsByArea: "dfxtp_1 (43%), nand2_1 (12%), mux4_1 (9.2%)"
  synth-edff-count: 0
  synthFlopType: "dfxtp_1"
  syn_inst: 204
  synth.top_cell.area_share_pct: 43.2
  ys_cells: 204
  synth.distinct_cells: 33
  yosys_register_bits: 43
  post-synth-top-count-cell: "nand2_1"
placement:
  dp_slack_ns: -0.725
  routabilityCongestion: 0.825
  port_buffers: 37
  hpwl_mm: 2.66
worst_hold_path:
  hp-start: "sample[28]"
  hold_path.class: "register to register"
  holdPathStages: 2
layout:
  layout-drive-gt1-share_pct: 48.6
  areaGrowthSynthToFinish_pct: 77.8
setup_path:
  reg2reg_from: "bit_cnt[0]"
  startpoint: "bit_cnt[0]"
  critPathKind: "register to register"
  critPathRequiredTime_ns: 1.73
  worstPathArrival_ns: 2.38
  cp_num_buf_inv: 1
  critical-path-top-delay-family: "multiplexers"
  worst_setup_path_start_kind: "register"
  r2r_cells: 5
  cp_max_fo: 6
  path_depth: 5
  critPathCaptureType: "register"
  path_cells: "buf_6, mux4_1, mux2i_1, mux2_4, a211oi_2"
  cpPeakStageDelay_ns: 0.55
  critPathSlowestCell: "mux4_1"
drt:
  drtPass1Iterations: 4
  dr.first_iter.drc_count: 143
  drt-total-wl_mm: 7.56
  num_vias: 2014
  wl_per_cell_um: 20.7
  drcViolationCount: 0
  vias_per_cell: 5.50
  drtAntennaViolNets: 0
pwr:
  power_switching_mw: 1.45
  p_leak_nw: 1.58
  swShare_pct: 30.6
  combPwrFrac_pct: 11.2
  powerDensity_mw_per_mm2: 1330
  ir_drop_mv: 1.35
  clkPwrFrac_pct: 51.4
  p_seq_share_pct: 37.4
  p_int_mw: 3.28
sta:
  final_max_slew_viol_count: 0
  finClkSkew_ns: 0.0553
  worst_slack_ns: -0.652
  fin_tns_setup_ns: -19.88
  max-slew-margin-rel_pct: 84.9
  rsz0062_at_grt: "yes"
  timing.hold.ws_ns: 0.454
  finalHoldViolations: 0
  setup_violations: 44
  worst-slew-pin-transition_ns: 0.221
global_route:
  grt_util_all_layers_pct: 31.4
  grt_max_degree: 15
  grt_pass1_vias: 2032
  antenna_found_initial: 2
  grt_first_pass_wirelength_mm: 9.56
  grt_remaining_overflow: 0
floorplanning:
  dieHeight_um: 65.1
  initial_core_util_pct: 53.2
  pin_count: 39
  chip_area_mm2: 0.00424
  core_mm2: 0.00374
  die_width_um: 65.1
  rows: 22
status:
  outcome: "complete, but fails checks"
  violations: "negative setup slack"
job:
  tool_warnings: 72
  cap_violations: 0
==> cells by family (layout without fill, tap and decap cells) <==
logic type | Yosys count | after routing | synth area share [%]
fa+ha+maj | 3 | 3 | 1.88
buf+inv | 20 | 133 | 5.72
simple gates | 83 | 83 | 18.7
mux | 13 | 13 | 13.0
flops | 43 | 43 | 43.2
other cells | 0 | 1 | 0
compound gates | 40 | 40 | 16.6
xor+xnor | 2 | 2 | 0.880
==> worst min-delay path: cells and delay by family, from the launching register on <==
family,cells,cell delay [ns]
flops,1,0.30
simple gates,1,0.05
compound gates,1,0.05
==> layout make-up <==
cell class	instances	area, um^2
multi-input cells	141	1400
well taps	48	60.1
clock inverters	42	184
repair buffers	78	888
fillers	103	203
flip-flops and latches	43	871
clock buffers	9	114
diodes	1	2.50
inverters	4	17.5
==> repair_timing <==
item,CTS,global route
pin swaps,25,62
setup buffers,14,7
setup endpoints to repair,44,43
cloned,7,0
resized,58,95
==> final timing paths <==
path               slack [ns]          end
setup / recovery        -0.65          sda
hold / removal           0.45   sample[28]
setup reg to reg        -0.65          sda
hold reg to reg          0.45   sample[28]
max in group clk0       -0.46  o_aud_lrclk
min in group clk0        0.50       req_q3
==> cells in the final DEF, fill, tap and decap left out, types with 3 or more instances in the layout <==
cell / count
buf_2: 4
a21boi_1: 15
mux4_2: 6
clkbuf_8: 8
inv_1: 43
and2_1: 4
nand2_2: 26
mux2i_1: 3
a21boi_2: 18
dfxtp_2: 5
dfxtp_1: 37
clkdlybuf4s50_1: 33
buf_16: 3
buf_12: 8
buf_6: 12
nand2_1: 12
buf_4: 17
nand2_4: 27
==> per-stage QoR <==
stage	cell area (um^2)	utilization, %	instances	power (mW)
2_1_floorplan	2080	-	204	2.22
3_3_place_gp	2550	68.2	294	2.39
3_5_place_dp	2550	68.2	294	2.40
4_1_cts	3270	87.4	365	4.52
5_1_grt	3540	94.5	365	4.97
6_report	3540	94.6	366	4.72
==> power groups by stage <==
stage | combinational [mW] | sequential [mW] | clock, mW
after CTS | 0.466 | 1.77 | 2.28
after global routing | 0.552 | 1.77 | 2.65
final | 0.529 | 1.77 | 2.43
==> routing by layer <==
layer	GRT usage, %	share of wire (%)	vias up
met5	0	0.19	-
met2	44.9	45	95
met4	7.88	1.4	2
met3	10.6	12	12
li1	-	-	921
met1	47.9	41	984
==> sequential cells by signal (all words and copies together), names as in the netlist <==
register	cells
req_q1	1
sda	1
lrclk	1
sample	32
req_q3	1
req	1
bit_cnt	5
req_q2	1
Power figures rest on the tool's default switching activity, not on a simulated workload.
